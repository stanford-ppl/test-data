### run.sh
#!/bin/bash
# OpenROAD 26Q1-2900-gdf79404cd8, Yosys 0.63+post, stock flow scripts
make -C /OpenROAD-flow-scripts/flow DESIGN_CONFIG=/design/flow/config.mk WORK_HOME=/design/flow/orfs finish
### config.mk
export PLATFORM = sky130hd
export DESIGN_NAME = divmodder
export DESIGN_NICKNAME = divmodder
export VERILOG_FILES = /design/flow/design.v
export SDC_FILE = /design/flow/constraint.sdc
export NUM_CORES = 4
export LEC_CHECK = 1
export CORE_UTILIZATION = 40
### constraint.sdc
current_design divmodder

set clk_period 334.9
set clk_io_pct 0.2

create_clock -name clk0 -period $clk_period [get_ports {clock}]

set non_clock_inputs [all_inputs -no_clocks]
set_input_delay [expr $clk_period * $clk_io_pct] -clock clk0 $non_clock_inputs
set_output_delay [expr $clk_period * $clk_io_pct] -clock clk0 [all_outputs]
### design.v
module divmodder
  #( parameter WIDTH = 32,
     parameter LATENCY = 4 
   )
   (
     input clock,
     input reset,
     input [WIDTH-1:0] in1,
     input [WIDTH-1:0] in2,
     output reg [WIDTH-1:0] div,
     output reg [WIDTH-1:0] mod
   );
  integer i;
  reg [WIDTH-1:0] sr1[LATENCY];
  reg [WIDTH-1:0] sr2[LATENCY];
  always @(posedge clock) begin
    begin
      sr1[0] <= in1 % in2;
      sr2[0] <= in1 / in2;
      for(i=1; i<LATENCY; i=i+1) begin
        sr1[i] <= sr1[i-1];
        sr2[i] <= sr2[i-1];
      end
    end
  end
  always @(*) begin
    mod = sr1[LATENCY-1];
    div = sr2[LATENCY-1];
  end
endmodule 
==> results.yml <==
# implementation run metrics
run_status:
  outcome: "completed"
power:
  powerDensity_nw_per_um2: 3.61
  peakVddDrop_v: 0.00000318
  power_leakage_nw: 18.0
synthesis:
  area_leaders: "ha_1 18%, dfxtp_1 14%, a21oi_1 5.3%"
  xor_share_pct: 8.45
  synthFlopType: "dfxtp_1"
  synthMuxAreaShare_pct: 2.76
  adder_share_pct: 18.3
  yosysTopAreaCellShare_pct: 18.2
  edf_count: 0
  avgSynthCellArea_um2: 7.44
  ys_chip_area_um2: 36400
  yosys.cell_types.count: 113
  synth_cells: 4888
  yosys_warnings: 3
  common_cells: "529 x ha_1, 504 x nand2_1, 418 x nor2_1, 384 x a21oi_1, 292 x o21ai_0"
  async_flop_share_pct: 0
  synthAoiAreaFrac_pct: 30.5
  yosys.stat.seqShare_pct: 14.1
  syn_area_um2: 36400
  yosysMostFrequentCell: "ha_1"
  logic_family: "AND-OR/OR-AND gates"
  top_area_cell: "ha_1"
  synth_flops: 256
  ys_cells: 4888
  simple_gate_share_pct: 21.8
grt:
  grt_pass1_vias: 33489
  antenna_found_initial: 3
  grt_max_degree: 40
  grt-ovfl-total: 0
  grt_pass1_wl_mm: 199
  grt_usage_pct: 28.4
final_timing:
  rsz0062_at_grt: "no"
  finalHoldViolations: 0
  relSlewSlack_pct: 31.9
  skew_ns: 0.0270
  fin_tns_setup_ns: 0
  tightest_slew_ns: 1.01
  setup_violations: 0
  period_needed_ns: 156.44
  slew_violations: 0
  period_used_pct: 46.7
  fmax_mhz: 6.39
  holdWs_ns: 0.324
worst_setup_path:
  r2r_setup_slack_ns: 334.43
  regToRegStartpoint: "sr2[2][8]"
  endpoint_kind: "flip-flop"
  r2r_end: "sr2[3][8]"
  crit_type: "in -> reg"
  critPathMaxStageDelay_ns: 0.85
  crit_path_top_delay_cell: "o31ai_1"
  critPathRequiredTime_ns: 335.27
  rr_worst_depth: 0
  cp_max_fo: 39
  crit_path_start_kind: "input port"
  arrival_ns: 156.81
worst_hold_path:
  hold_start: "sr1[0][14]"
  hold_depth: 0
  holdPathEnd: "sr1[1][14]"
  hp-class: "reg -> reg"
route:
  highest_layer: "met5"
  drt-total-wl_mm: 131
  firstDrtPassIters: 6
  m1WireLength_mm: 62.7
  vias: 36871
  wl_met2_mm: 55.1
  ant_nets: 0
  routed-wl-met3_mm: 8.70
  dr.first_iter.drc_count: 2911
  drc: 0
  routed_via_density: 5.97
  wl_per_cell_um: 21.1
final_layout:
  fin_area_um2: 39900
  finish.utilization_pct: 44.3
  synthToLayoutAreaGrowth_pct: 9.72
  fillerInstances: 9117
  drive_above_1_share_pct: 6.69
floorplan:
  die_h_um: 304
  die_w_um: 304
  rows: 110
  io_pins: 130
  die_area_um2: 92100
  coreArea_um2: 90000
  fp_util_pct: 40.4
clock_tree:
  cts_resized: 0
  holdBufCountCts: 0
  insertion_delay_ns: 0.56
  cts_tree: "built"
  cts_root_buf: "clkbuf_16"
  cts_inserted_buffers: 24
  htreeDepth: 1
  cts.clk_slew.worst_paths_ns: 0.07
  cts.sinks: 256
  cts_max_path_buffers: 3
  post_cts_buffers: 0
run:
  log.warning_count: 27
  max_cap_viol_count: 0
place:
  numPortBuffers: 128
  dpl.hpwl_mm: 104
  dpl_cell_area_um2: 39100
  place.gp.congestion: 1.05
-- power breakdown --
part           leakage, nW  total (mW)  switching (mW)  internal, mW
logic                 15.5      0.0765          0.0428        0.0337
registers             2.11      0.0403         0.00151        0.0388
clock network        0.398      0.0274          0.0121        0.0152
-- worst max path at each step --
| stage | from | to | slack [ns] | depth (start not counted) |
|---|---|---|---|---|
| global route | in2[22] | sr1[0][19] | 174.08 | 308 |
| finish | in2[22] | sr1[0][19] | 178.46 | 305 |
| CTS | in2[12] | sr1[0][19] | 180.59 | 310 |
-- cells by family (layout without fill, tap and decap cells) --
family / after synthesis / in the layout
adders and majority gates: 530 / 530
DFF: 256 / 256
other: 0 / 1
xor gates and xnor gates: 351 / 351
and+or+nand+nor: 1661 / 1661
buffers and inverters: 355 / 471
AOI/OAI and AO/OA: 1643 / 1643
muxes: 92 / 92
-- final cells by class --
cell class	instances	area, um2	share of cell area [%]
diodes	1	2.50	0.00627
clock buffers	30	664	1.67
clock inverters	14	149	0.373
inverters	209	786	1.97
multi-input cells	4277	29700	74.5
flip-flops and latches	256	5120	12.8
well taps	1176	1470	3.69
repair buffers	218	1960	4.90
-- routing by layer --
metal  vias to the layer above  track usage [%]
met1                     16967             42.9
li1                      18502                -
met5                         -                0
met4                         2             7.60
met3                       181             3.02
met2                      1219             43.1
-- worst max-delay path: cells and delay by family --
kind / cells / cell delay (ns)
adder cells (fa/ha/maj): 31 / 9.59
buffers and inverters: 42 / 11.35
multiplexers: 4 / 1.41
AND/OR/NAND/NOR: 82 / 23.31
AND-OR/OR-AND: 146 / 43.75
-- cell usage in the layout (no fill, tap or decap), types with 19 or more instances in the layout --
master / Yosys / routed
nand2_1: 504 / 504
a221o_1: 19 / 19
clkbuf_16: 0 / 25
a31oi_1: 87 / 86
o22ai_1: 26 / 26
xor2_1: 150 / 150
o31ai_1: 37 / 37
and3_1: 41 / 41
a31o_2: 21 / 21
o211ai_1: 62 / 62
nor2_1: 418 / 418
nor3_1: 179 / 179
a21oi_1: 384 / 384
or3_1: 61 / 61
o21bai_1: 44 / 44
inv_1: 195 / 192
o21ai_0: 292 / 291
a21boi_0: 33 / 33
and2_1: 43 / 43
mux2i_1: 27 / 27
ha_1: 529 / 529
nand3_1: 127 / 127
xnor2_1: 201 / 201
buf_4: 4 / 90
nor2b_1: 40 / 40
a21o_1: 176 / 176
dfxtp_1: 256 / 256
or2_2: 37 / 37
clkdlybuf4s50_1: 0 / 128
o21a_1: 135 / 135
nor4_1: 33 / 33
nand4_1: 37 / 37
a211oi_1: 55 / 55
mux2_2: 65 / 65
nand2b_1: 47 / 47
-- stage by stage --
step / setup slack, ns / std cells / power [mW]
detailed placement: 180.37 / 6136 / 0.116
global route: 174.08 / 6180 / 0.156
finish: 178.46 / 6181 / 0.144
global placement: 180.22 / 6136 / 0.116
CTS: 180.59 / 6180 / 0.144
floorplan: 199.07 / 4888 / 0.0961
-- registers in the layout, indices dropped and copies added (netlist names) --
register,count
sr2,128
sr1,128
No activity file was given, so power comes from the tool's default toggle rates.
